--- flow/run.sh ---
#!/bin/bash
# OpenROAD 26Q1-2900-gdf79404cd8, Yosys 0.63+post, stock flow scripts
make -C /OpenROAD-flow-scripts/flow DESIGN_CONFIG=/design/flow/config.mk WORK_HOME=/design/flow/orfs finish
--- flow/config.mk ---
export PLATFORM = sky130hd
export DESIGN_NAME = fpm
export DESIGN_NICKNAME = fpm
export VERILOG_FILES = /design/flow/design.v
export SDC_FILE = /design/flow/constraint.sdc
export NUM_CORES = 4
export LEC_CHECK = 1
export CORE_UTILIZATION = 50
--- flow/constraint.sdc ---
current_design fpm

set clk_period 15.5
set clk_io_pct 0.2

create_clock -name clk0 -period $clk_period [get_ports {clk}]

set non_clock_inputs [all_inputs -no_clocks]
set_input_delay [expr $clk_period * $clk_io_pct] -clock clk0 $non_clock_inputs
set_output_delay [expr $clk_period * $clk_io_pct] -clock clk0 [all_outputs]
--- flow/design.v ---
`timescale 1ns / 1ps
module fpm(
  input clk,
  input rst,
  input [31:0] number_in,
  input number_a_valid,
  output number_a_ready,
  input number_b_valid,
  output number_b_ready,
  output [31:0] number_out,
  output result_valid
);
  reg reg_a_ready, reg_b_ready;
  reg a_sign, b_sign, z_sign;
  reg signed [9:0] a_exp, b_exp, z_exp;
  reg [23:0] a_mant, b_mant, z_mant;
  reg [47:0] product;
  reg reg_done;
  reg [31:0] result;
  reg [2:0] state;
  parameter READ_A = 0,
            READ_B = 1,
            DECODE = 2,
            MULTIPLY = 3,
            NORMALIZE = 4,
            ROUND = 5,
            PACK = 6,
            OUTPUT = 7;
  assign number_a_ready = reg_a_ready;
  assign number_b_ready = reg_b_ready;
  assign result_valid = reg_done;
  assign number_out = result;
  always@(posedge clk)
  begin
    case (state)
      READ_A: begin
        reg_a_ready <= 1;
        if (number_a_valid) begin
          reg_done <= 0;
          result <= 0;
          a_sign <= number_in[31];
          a_exp <= number_in[30:23] - 127;
          a_mant <= {1'b0, number_in[22:0]};
          reg_a_ready <= 0;
          state <= READ_B;
        end
      end
      READ_B: begin
        reg_b_ready <= 1;
        if (number_b_valid) begin
          b_sign <= number_in[31];
          b_exp <= number_in[30:23] - 127;
          b_mant <= {1'b0, number_in[22:0]};
          reg_b_ready <= 0;
          state <= DECODE;
        end
      end
      DECODE: begin
        if ((a_exp == 128 && a_mant != 0) || (b_exp == 128 && b_mant != 0)) begin
          z_sign <= 0;
          z_exp <= 255;
          z_mant[22] <= 1;
          z_mant[21:0] <= 0;
          state <= OUTPUT;
        end else if (a_exp == 128) begin
          z_sign <= a_sign ^ b_sign;
          z_exp <= 255;
          if ((b_exp == -127) && (b_mant == 0)) begin
            z_mant[22] <= 1;
            z_mant[21:0] <= 0;
          end else begin
            z_mant <= 0;
          end
          state <= OUTPUT;
        end else if (b_exp == 128) begin
          z_sign <= a_sign ^ b_sign;
          z_exp <= 255;
          if ((a_exp == -127) && (a_mant == 0)) begin
            z_mant[22] <= 1;
            z_mant[21:0] <= 0;
          end else begin
            z_mant <= 0;
          end
          state <= OUTPUT;
        end else if (((a_exp == -127) && (a_mant == 0)) || ((b_exp == -127) && (b_mant == 0))) begin
          z_sign <= a_sign ^ b_sign;
          z_exp <= 0;
          z_mant <= 0;
          state <= OUTPUT;
        end else begin
          if (a_exp == -127) begin
            a_exp <= -126;
          end else begin
            a_mant[23] <= 1;
          end
          if (b_exp == -127) begin
            b_exp <= -126;
          end else begin
            b_mant[23] <= 1;
          end
          state <= MULTIPLY;
        end
      end
      MULTIPLY: begin
        z_sign <= a_sign ^ b_sign;
        z_exp <= a_exp + b_exp + 1;
        product <= a_mant * b_mant;
        state <= NORMALIZE;
      end
      NORMALIZE: begin
        if (z_exp < -126 && z_exp > -130) begin
          product <= product >> 1;
          z_exp <= z_exp + 1;
          state <= NORMALIZE;
        end else if (product[47] == 0 && z_exp > -126) begin
          product <= product << 1;
          z_exp <= z_exp - 1;
          state <= NORMALIZE;
        end else begin
          state <= ROUND;
        end
      end
      ROUND: begin
        if (product[23] && (product[24] | product[22:0] != 0)) begin
          z_mant <= product[47:24] + 1;  
          if (product[47:24] == 24'hffffff) begin
            z_exp <= z_exp + 1;
          end
        end else begin
          z_mant <= product[47:24];  
        end
        state <= PACK;
      end
      PACK: begin
        if (z_exp > 128) begin  
          z_mant <= 0;
          z_exp <= 255;
        end else if (z_exp < -126) begin  
          z_mant <= 0;
          z_exp <= 0;
        end else if (z_mant[23] == 0 && z_exp == -126) begin  
          z_exp <= 0;
        end else begin  
          z_exp <= z_exp + 127;
        end
        state <= OUTPUT;
      end
      OUTPUT: begin
        reg_done <= 1;
        result[31] <= z_sign;
        result[30:23] <= z_exp;
        result[22:0] <= z_mant[22:0];
        state <= READ_A;
      end
    endcase
    if (rst == 0) begin
      reg_a_ready <= 0;
      reg_b_ready <= 0;
      reg_done <= 0;
      result <= 0;
      state <= READ_A;
    end
  end
endmodule
==> run_results.csv <==
group,metric,value,unit
final_timing,layout_worst_path_cycle_share,0.488,
finish,layout_top_cell,"sky130_fd_sc_hd__inv_1",
synth,synthFlopType,"sky130_fd_sc_hd__edfxtp_1",
final_timing,setup_repair_after_global_routing_missed_its_margin,"false",
worst_setup_path,timing.rr.start,"a_mant[5]",
synth,ys_seq_elements,194,
final_timing,timing.fmax,132,MHz
worst_hold_path,timing.hold.worst.start,"z_mant[5]",
finish,drive_gt1_frac,0.0411,
worst_setup_path,crit_path_frequent_cell,"sky130_fd_sc_hd__fa_1",
worst_setup_path,worst_setup_path_end_kind,"register",
routing,initialDrtViolationCount,1041,
cts,clock_insertion_delay_worst_skew,0.50,ns
worst_setup_path,critical-path-slowest-cell,"sky130_fd_sc_hd__edfxtp_1",
worst_setup_path,setup.worst_path.start_class,"register",
final_timing,final.setup.tns,0,ns
worst_setup_path,worst_r2r_path_depth,25,
worst_hold_path,min-delay-path-class,"reg2reg",
synth,yosys_stat_cell_total,3012,
worst_setup_path,timing.critical_path.required,15.73,ns
worst_setup_path,worst_ep_arrival_time,7.79,ns
die,floorplan.core_util,0.509,
synth,synth_cells,3012,
routing,drt_drc_violations_left,0,
die,design.core.area,0.0553,mm^2
final_timing,worst_pin_slew,0.888,ns
global_route,via_count_of_the_first_global_routing_pass,21400,
worst_setup_path,timing.critical_path.slowest_cell_delay,0.64,ns
final_timing,whs,0.452,ns
routing,detail-route-antenna-nets,0,
worst_setup_path,timing.rr.end,"product[44]",
synth,post_synth.cell_area_avg,9.34,um^2
final_timing,finalSetupViolations,0,
die,die_width,239,um
synth,top_area_cell,"sky130_fd_sc_hd__fa_1",
cts,cts_tree,"yes",
cts,clock_tree.htree_level_count,4,
global_route,wire_length_of_the_first_global_routing_pass,116000,um
synth,synthesis.area,0.0281,mm^2
cts,ctsLongestPathBuffers,2,
run,cap_violations,0,
final_timing,skew,0.0127,ns
worst_setup_path,critical_path_cell_count,25,
synth,yosys.stat.chipArea,0.0281,mm^2
cts,cts-resized-gates,0,
synth,edf_count,151,
synth,synth.area.top_cells,"sky130_fd_sc_hd__fa_1, sky130_fd_sc_hd__edfxtp_1, sky130_fd_sc_hd__ha_1",
place,placement.io_buffers,70,
final_timing,layout_min_cycle_time,7.56,ns
routing,wirelength,71500,um
worst_setup_path,setup.reg_to_reg.worst_slack,7.94,ns
run,log.warning_count,27,
global_route,grt_max_degree,57,
cts,clk_pin_slew,0.08,ns
synth,post-synth-top-area-fraction,0.344,
routing,via_per_inst,5.40,
routing,antenna_cells_inserted,0,
cts,cts_buffers,17,
final_timing,report.final.slew_viol_count,0,
worst_setup_path,crit_type,"reg2reg",
synth,synth-async-reset-ratio,0,
routing,detail_route.first_pass.iterations,7,
worst_hold_path,worst_hold_path_cell_count,1,
global_route,groute.usage.overall,0.286,
global_route,grt_antenna_before_repair,1,
routing,wl_per_cell,19.0,um
die,std_cell_rows,86,
routing,routed-via-count,20300,
final_timing,timing_hold_violations_final,0,
outcome,outcome,"finished clean",
die,chip_area,0.0572,mm^2
synth,ys_seq_share,0.192,
die,chipHeight,239,um
die,number_of_top_level_pins,71,
worst_setup_path,cp.buffers_inverters,7,
cts,cts-hold-fix-buffers,0,
worst_setup_path,path_max_fanout,14,
finish,layout_top_cells_excl_fill_tap,"sky130_fd_sc_hd__inv_1, sky130_fd_sc_hd__fa_1, sky130_fd_sc_hd__nand2_1, sky130_fd_sc_hd__and2_1, sky130_fd_sc_hd__ha_1",
worst_hold_path,timing.hold.worst_endpoint,"result[5]",
cts,clock-sinks,194,
global_route,grt-ovfl-total,0,
place,detailedPlacementHpwl,53800,um
synth,yosysUniqueCellTypes,75,
final_timing,slew_hr,0.402,
cts,post-cts-setup-buffers,0,
synth,synthesis.yosys.warnings,1,
place,gpl.final_weighted_congestion,0.936,
cts,root_buffer,"sky130_fd_sc_hd__clkbuf_16",
finish,areaGrowthSynthToFinish,7.61,%
worst_setup_path,cpLargestDelayFamily,"adder cells",
worst max path at each step:
stage / slack (ns) / from / end
final: 7.94 / a_mant[5] / product[44]
after global routing: 7.51 / b_mant[3] / product[43]
after CTS: 7.97 / b_mant[3] / product[43]
worst reg2reg max path: stages (launching register included):
cell                       delay [ns]
sky130_fd_sc_hd__edfxtp_1        0.64
sky130_fd_sc_hd__buf_4           0.33
sky130_fd_sc_hd__and2_1          0.20
sky130_fd_sc_hd__fa_1            0.48
sky130_fd_sc_hd__inv_1           0.05
sky130_fd_sc_hd__fa_1            0.47
sky130_fd_sc_hd__inv_1           0.05
sky130_fd_sc_hd__fa_1            0.49
sky130_fd_sc_hd__inv_1           0.05
sky130_fd_sc_hd__fa_1            0.53
sky130_fd_sc_hd__inv_1           0.05
sky130_fd_sc_hd__fa_1            0.45
sky130_fd_sc_hd__fa_1            0.50
sky130_fd_sc_hd__inv_1           0.05
sky130_fd_sc_hd__fa_1            0.54
sky130_fd_sc_hd__inv_1           0.07
sky130_fd_sc_hd__ha_1            0.37
sky130_fd_sc_hd__nand2_1         0.16
sky130_fd_sc_hd__nor3_1          0.31
sky130_fd_sc_hd__o211a_1         0.24
sky130_fd_sc_hd__nor3_1          0.06
sky130_fd_sc_hd__a21o_1          0.26
sky130_fd_sc_hd__o31a_1          0.32
sky130_fd_sc_hd__a311o_1         0.39
sky130_fd_sc_hd__a21oi_1         0.16
sky130_fd_sc_hd__a311oi_1        0.07
sequential cells by signal, indices dropped and copies added, names as in the netlist:
name,cells
a_sign,1
z_mant,24
reg_done,1
reg_a_ready,1
result,32
a_exp,9
z_sign,1
product,48
reg_b_ready,1
z_exp,10
state,8
b_mant,24
b_sign,1
b_exp,9
a_mant,24
kinds of logic after synthesis:
| kind of cell | Yosys count | synth area share |
|---|---|---|
| AND/OR/NAND/NOR | 1014 | 0.177 |
| adder cells (fa/ha/maj) | 671 | 0.427 |
| XOR/XNOR | 74 | 0.0230 |
| flip-flops | 194 | 0.192 |
| AND-OR/OR-AND | 316 | 0.0799 |
| multiplexers | 5 | 0.00178 |
| buffers and inverters | 738 | 0.0991 |
layout make-up:
class	count	area, um^2
multi-input cells	2080	20000
clock buffers	17	425
flip-flops and latches	194	5400
repair buffers	131	1160
clock inverters	15	206
inverters	577	2170
fillers	4859	25000
well taps	748	936
routing by layer:
| layer | vias to the layer above | part of all wire | GRT usage |
|---|---|---|---|
| li1 | 9378 | - | - |
| met1 | 10100 | 0.40 | 0.415 |
| met2 | 727 | 0.48 | 0.436 |
| met3 | 112 | 0.089 | 0.104 |
| met4 | 0 | 0.030 | 0.0653 |
| met5 | - | 0 | 0.00433 |
synthesized netlist by cell type, drive strengths merged, types with 6 or more instances:
master and n:
a211oi 10, a21boi 14, a21o 36, a21oi 56
a221o 8, a22o 33, a31oi 37, and2 306
and3 20, buf 15, clkbuf 146, dfxtp 43
edfxtp 151, fa 483, ha 188, inv 577
nand2 443, nand2b 13, nand3 29, nand4 22
nor2 103, nor2b 10, nor3 12, nor3b 6
nor4 23, o21a 10, o21ai 48, o21bai 7
o22ai 7, or3 14, xnor2 54, xor2 20
through the flow:
step           worst slack (ns)  area [um^2]  instances   util
2_1_floorplan              8.53        28100       3012      -
3_3_place_gp               8.06        29600       3730  0.536
3_5_place_dp               7.99        29600       3730  0.536
4_1_cts                    7.97        30300       3762  0.547
5_1_grt                    7.51        30300       3762  0.547
6_report                   7.94        30300       3762  0.547
